**./design.v**
```verilog
module ALU(input [7:0] a, b, input [3:0] oper, input clk,
           output reg [7:0] msb, lsb);
    always @(posedge clk) begin
        case(oper)
            4'h0: {msb, lsb} <= a + b;   
            4'h1: {msb, lsb} <= a - b;   
            4'h2: {msb, lsb} <= a * b;   
            4'h3: {msb, lsb} <= a / b;   
            4'h4: {msb, lsb} <= a % b;   
            4'h5: {msb, lsb} <= a & b;   
            4'h6: {msb, lsb} <= ~(a & b);  
            4'h7: {msb, lsb} <= a | b;   
            4'h8: {msb, lsb} <= ~(a | b);  
            4'h9: {msb, lsb} <= a ^ b;   
            4'hA: {msb, lsb} <= a ~^ b;  
            4'hB: {msb, lsb} <= ~a;      
            4'hC: {msb, lsb} <= a << 1;  
            4'hD: {msb, lsb} <= a >> 1;  
            4'hE: {msb, lsb} <= a > b;     
            4'hF: {msb, lsb} <= a < b;     
            default: {msb, lsb} <= 16'h0000;
        endcase
    end
endmodule
```
**./run.sh**
```bash
#!/bin/bash
# OpenROAD 26Q1-2900-gdf79404cd8, Yosys 0.63+post, stock flow scripts
make -C /OpenROAD-flow-scripts/flow DESIGN_CONFIG=/design/flow/config.mk WORK_HOME=/design/flow/orfs finish
```
**./config.mk**
```make
export PLATFORM = sky130hd
export DESIGN_NAME = ALU
export DESIGN_NICKNAME = ALU
export VERILOG_FILES = /design/flow/design.v
export SDC_FILE = /design/flow/constraint.sdc
export NUM_CORES = 4
export LEC_CHECK = 1
export CORE_UTILIZATION = 50
```
**./constraint.sdc**
```tcl
current_design ALU

set clk_period 27.1
set clk_io_pct 0.2

create_clock -name clk0 -period $clk_period [get_ports {clk}]

set non_clock_inputs [all_inputs -no_clocks]
set_input_delay [expr $clk_period * $clk_io_pct] -clock clk0 $non_clock_inputs
set_output_delay [expr $clk_period * $clk_io_pct] -clock clk0 [all_outputs]
```
==> reports/results.tsv <==
metric	value	unit
outcome	finished, violations left	
violations in the final reports	setup timing	
routability congestion estimate from global placement	0.991	
final-report hold violation count	0	
most used cell, CP	o21a_1	
worst-case setup margin in the final layout	-2.71	ns
height of the chip	144	um
Setup violations, final	16	
# Cells Yosys	1379	
sort of element at the end of the critical path	register	
Mapped Cells	1379	
combinational gate area	0.0102	mm2
Non-Filler Cell Area, Final	0.0154	mm2
global-route wire length before repair	61400	um
area of placed instances	0.0138	mm2
worst hold-check path type	in -> reg	
Initial DRC Count	1001	
number of fill cells	1312	
GRT Resource Usage Total	38.5	%
Residual DRC	0	
wire length per cell after detailed routing	18.8	um
cell family with most CP delay	AND-OR/OR-AND gates	
remaining max-slew budget at the tightest pin	38.5	%
count of tool warnings	49	
core footprint	0.0197	mm2
number of global-route vias before repair	11800	
kind of start point of the critical path	input port	
number of vias per cell	5.96	
hold-critical path depth	7	
Max Root-Sink Buffers	2	
yosys stat area	0.0101	mm2
share of the yosys chip area belonging to registers	3.16	%
WHS Endpoint	lsb[1]	
period utilisation layout	110	%
overflow left after global routing	0	
setup repair after global routing missed its margin	yes	
antenna violations before repair	1	
Storage cell area	320	um2
effective utilization at floorplan	51.6	%
DP Cell Count	1993	
max-slew violation total from the final report	0	
arrival time at the worst endpoint	29.93	ns
Yosys warning count	1	
number of enable-type register cells in the synthesized netlist	0	
startpoint of the worst hold path	b[0]	
PortBufs	36	
First-pass DRT Iterations	5	
Fmax	0.0335	GHz
Mean Syn Cell Area	7.36	um2
area of the mapped netlist	0.0101	mm2
Setup Slack @ Placement	-3.18	ns
crit path max fanout	10	
Netlist cell types	98	
horizontal die size	144	um
number of nets still failing antenna checks after routing	0	
placement row count	51	
number of non-filler instances in the completed layout	2128	
CTS clock-pin slew for the worst setup and hold paths	0.05	ns
async set-reset flop share out of synthesis	0	%
total wire length after detailed routing	40000	um
Seq cells post-synth	16	
growth of design area from synthesis to finish	51.8	%
clk sinks	16	
HPWL reported at the end of detailed placement	28200	um
largest net degree at the start of global routing	39	
share of post-route cells with drive strength above 1	37.2	%
Buf/Inv on CP	25	
chip footprint	0.0209	mm2
number of placed I/O pins	37	
CP required	27.22	ns
crit path max-delay cell type	o41a_1	
buffer type at the clock tree root	clkbuf_16	
max_cap viols	0	
TritonCTS clock tree	built	
shortest clock period the worst path allows after layout	29.81	ns
total number of vias	12700	
kind of critical path	in -> reg	
CTS H-Tree Depth	1	
dominant register cell	dfxtp_1	
actual transition at the worst max-transition pin	0.914	ns
maximum single-stage delay on the critical path	0.49	ns
CTS Buf Count	3	
## final cells by class
class                           count  area share [%]
Inverter                          106            2.62
Sequential cell                    16            2.08
Tap cell                          265            2.15
Timing Repair Buffer              524            26.4
Antenna cell                        1          0.0163
Multi-Input combinational cell   1212            66.1
Clock buffer                        4           0.577
## stage by stage
step,hold WS [ns],setup TNS (ns),utilization (%)
6_report,6.13,-41.82,78.3
5_1_grt,6.14,-58.56,78.3
2_1_floorplan,5.68,-66.19,-
3_3_place_gp,6.07,-42.94,70.0
3_5_place_dp,6.07,-49.50,70.0
4_1_cts,6.11,-30.63,76.1
## state kept, by name (all words and copies together), names as in the netlist
register	cells
msb	8
lsb	8
## cells in the final DEF (no fill, tap or decap), types with 12 or more instances in the layout
cell type,Yosys,routed
nor3_1,53,48
mux2i_1,26,23
nand3_1,29,23
inv_1,101,96
nand2_1,103,98
a21oi_2,1,19
buf_4,3,476
ha_1,162,138
xor2_1,24,24
ha_4,0,21
o21ai_0,64,55
nor2_1,145,134
o21a_1,44,43
a211oi_1,18,15
or2_2,15,13
fa_1,39,38
clkdlybuf4s50_1,0,29
buf_6,0,12
a21o_1,28,28
mux2_2,29,20
and2_1,14,13
dfxtp_1,16,16
xnor2_1,38,38
a21oi_1,94,71
o21bai_1,16,15
nand2b_1,17,16
o22ai_1,13,13
o31ai_1,14,12
o211ai_1,12,12
## synthesized netlist by cell type, types with 6 or more instances
library cell  count  area, um2
or3_1            14       87.6
o211a_1           8       80.1
o21bai_1         16        120
buf_1             8       30.0
a211oi_1         18        135
ha_1            162       2030
o31ai_1          14        105
nor4_1            7       43.8
inv_1           101        379
fa_1             39        781
xor2_1           24        210
nand2_1         103        387
a21o_1           28        210
o211ai_1         12       90.1
mux2_2           29        327
or2_2            15       93.8
a21oi_1          94        470
buf_2             7       35.0
o32ai_1           6       52.6
o21a_1           44        330
nor3_1           53        265
nand4_1          10       62.6
o21ai_0          64        320
nor2b_1          12       75.1
a211o_1           9       78.8
mux2i_1          26        260
a311oi_1          6       52.6
xnor2_1          38        333
and2_1           14       87.6
and3_1            9       56.3
o221ai_1          6       52.6
dfxtp_1          16        320
a221oi_1         10       87.6
nor2_1          145        544
nand2b_1         17        106
o22ai_1          13       81.3
clkbuf_1         34        128
a31oi_1          12       75.1
nand3_1          29        145
## metal layers
metal | wire length [um] | global-route usage (%) | vias to the layer above | part of all wire, %
met2 | 17200 | 59.7 | 574 | 43
met5 | 0 | 0 | - | 0
met3 | 3810 | 9.10 | 102 | 9.5
li1 | - | - | 6062 | -
met4 | 1110 | 7.65 | 0 | 2.8
met1 | 17900 | 54.8 | 5955 | 45
## worst max-delay path by stage
stage         startpoint  endpoint  slack, ns  cells after the start
finish              b[0]    msb[2]      -2.71                    133
global route        b[2]    msb[2]      -3.75                    128
CTS                 b[0]    msb[2]      -1.99                    131
## worst min-delay path, cell delays in order
cell and delay [ns]:
buf_8 0.08, buf_4 0.19, ha_1 0.20, a21oi_2 0.08, buf_4 0.13, mux2i_1 0.15, a21oi_1 0.08
## logic make-up (layout without fill, tap and decap cells)
family,Yosys count,in the layout,synth area share (%)
fa+ha+maj,201,201,27.7
mux,58,58,6.26
compound gates,426,426,29.4
xor+xnor,62,62,5.35
other cells,1,9,0.0370
flops,16,16,3.16
buf+inv,158,634,6.04
simple gates,457,457,22.1
## what timing repair did
item / in CTS / in global routing
endpoints found under the setup margin: 16 / 16
cloned: 1 / 0
pin swaps: 91 / 78
gates resized: 83 / 47
hold buffers: 0 / 0
buffers inserted: 101 / 30
