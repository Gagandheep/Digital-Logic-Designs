===== design/flow/design.v =====
module Elevator(input [2:0] floor_no, input clk, rst_n, ip,
                output reg [2:0] curr_floor, output reg door = 1'b1);  
    localparam MOVE = 2'b00;
    localparam OPEN = 2'b01;
    localparam CLOSE = 2'b10;
    reg [1:0] state = OPEN;
    reg direction;  
    reg [7:0] stops = 8'h00;  
    reg [7:0] curr_hot = 8'h01;  
    wire on;
    assign on = | stops;
    always @(posedge clk, negedge rst_n) begin
        if (~rst_n) begin
            curr_floor <= 3'b000;
            direction <= 1'b1;
            door <= 1'b1;
            stops <= 8'h00;
            curr_hot <= 8'h01;
        end
        else begin
            if (ip)
                stops[floor_no] <= 1'b1;
            case(state)
                MOVE: begin
                    if (stops[curr_floor]) begin
                        state <= OPEN;
                        stops[curr_floor] <= 1'b0;
                    end
                    else begin
                        if (direction) begin
                            curr_hot <= curr_hot << 1;
                            curr_floor <= curr_floor + 1'b1;
                        end
                        else begin
                            curr_hot <= curr_hot >> 1;
                            curr_floor <= curr_floor - 1'b1;
                        end
                    end
                end
                OPEN: begin
                    door <= 1'b1;
                    state <= on ? CLOSE : OPEN;
                end
                CLOSE: begin
                    door <= 1'b0;
                    direction <= curr_hot < stops;
                    state <= MOVE;
                end
            endcase
        end
    end
endmodule

===== design/flow/run.sh =====
#!/bin/bash
# OpenROAD 26Q1-2900-gdf79404cd8, Yosys 0.63+post, stock flow scripts
make -C /OpenROAD-flow-scripts/flow DESIGN_CONFIG=/design/flow/config.mk WORK_HOME=/design/flow/orfs finish

===== design/flow/config.mk =====
export PLATFORM = sky130hd
export DESIGN_NAME = Elevator
export DESIGN_NICKNAME = Elevator
export VERILOG_FILES = /design/flow/design.v
export SDC_FILE = /design/flow/constraint.sdc
export NUM_CORES = 4
export LEC_CHECK = 1
export CORE_AREA = 10 10 94 94
export DIE_AREA = 0 0 104 104

===== design/flow/constraint.sdc =====
current_design Elevator

set clk_period 3.9
set clk_io_pct 0.2

create_clock -name clk0 -period $clk_period [get_ports {clk}]

set non_clock_inputs [all_inputs -no_clocks]
set_input_delay [expr $clk_period * $clk_io_pct] -clock clk0 $non_clock_inputs
set_output_delay [expr $clk_period * $clk_io_pct] -clock clk0 [all_outputs]

==> qor.yml <==
status: "complete, no violations"
path_clk_slew_ns: 0.08
grt_max_degree: 23
pin_count: 10
topCellsByArea: "dfrtp_1, ha_1, mux2i_1"
firstDrtPassIters: 4
postCtsHoldBufs: 0
yosysWarningCount: 1
layout_top_cells: "dfrtp_1, inv_1, nand2_1, ha_1, o21ai_0"
path_cells: "clkdlybuf4s50_1"
holdCritPathClass: "reg -> reg"
setup_violations: 0
grt_pass1_wl_mm: 5.39
fp.dieW_microns: 104
crit_family: "flip-flops"
maxCapViolCount: 0
track_usage_pct: 5.80
grt-ovfl-total: 0
area_delta_synth_final_pct: 14.8
holdPathEnd: "door$_DFFE_PN1P_"
r2r-start: "curr_floor[1]$_DFFE_PN0P_"
p_leak_nw: 0.807
cts_buffers: 3
antenna_found_initial: 0
fp_util_pct: 23.1
post-layout-total-power_mw: 1.14
synth_area_leader_cell: "dfrtp_1"
crit_type: "reg -> out"
syn_inst: 160
hold_path_depth: 2
warnings: 32
power_density_nw_per_um2: 629
hpwl_mm: 2.37
routed_wl_mm: 3.08
crit-reg2reg-capture: "state[1]$_DFFE_PP_"
die_h_microns: 104
synth.avg_cell_area_sq_um: 9.85
vdd_drop_max_v: 0.000237
syn_area_sq_um: 1580
worst_pin_slew_ns: 0.495
critical_path.max_fanout: 13
layout_top_cell: "dfrtp_1"
drive_gt1_share_pct: 7.69
diodes: 0
fin_crit_ns: 2.24
grt_pass1_vias: 1160
critPathMaxStageDelay_ns: 0.64
fillers: 732
finalSetupTns_ns: 0
core_area_sq_um: 6830
clock_latency_ns: 0.26
cp-start-kind: "flip-flop"
crit_arrival_ns: 1.46
reg2reg_depth: 5
rsz0062_at_grt: "false"
max_slew_margin_pct: 66.7
post-cts-setup-buffers: 0
hold_path_startpoint: "door$_DFFE_PN1P_"
synth-edff-count: 2
fmax_mhz: 447
die-area_sq_um: 10800
r2r_setup_slack_ns: 1.78
cts.sinks: 23
ctsResizeCount: 0
ys.flops: 23
clk_path_buf_depth: 2
drtIter0Drc: 39
place.gp.congestion: 0.802
slowest_stage: "dfrtp_1"
drc: 0
h-tree-depth: 1
cts_root_buf: "clkbuf_8"
io_buffers: 9
ys_chip_area_sq_um: 1580
cts_tree: "yes"
crit_buf_inv: 1
clock_skew_ns: 0.00276
fin_crit_sh_pct: 57.4
drt-wirelength-per-cell_microns: 11.6
synth_seq_share_pct: 37.4
async_reset_ff_share_pct: 91.3
synth.distinct_cells: 38
postRouteAntennaNets: 0
yosys_cells: 160
rows: 30
cp.required_ns: 3.12
top_area_share_pct: 28.6
hold_viol_final: 0
end_kind: "output port"
flop_cell: "dfrtp_1"
viasPerCell: 4.31
vias: 1143
drv_slew: 0
[worst max-delay path by stage]
| stage | from | end | slack [ns] | cells after the start |
|---|---|---|---|---|
| after CTS | curr_floor[1]$_DFFE_PN0P_ | curr_floor[1] | 1.63 | 1 |
| after global routing | curr_floor[1]$_DFFE_PN0P_ | curr_floor[1] | 1.56 | 1 |
| final | curr_floor[1]$_DFFE_PN0P_ | curr_floor[1] | 1.66 | 1 |
[area by class of cell]
type	count	area (sq um)	area share [%]
Clock buffer	4	45.0	2.49
Inverter	17	63.8	3.53
Timing Repair Buffer	11	105	5.81
Multi-Input combinational cell	114	886	49.0
Tap cell	96	120	6.64
Sequential cell	23	589	32.6
[kinds of logic (layout without fill, tap and decap cells)]
| kind of cell | after synthesis | after routing | synth area share [%] |
|---|---|---|---|
| AND-OR/OR-AND | 43 | 43 | 18.7 |
| AND/OR/NAND/NOR | 37 | 37 | 11.4 |
| flip-flops | 23 | 23 | 37.4 |
| buffers and inverters | 23 | 32 | 6.43 |
| adder cells (fa/ha/maj) | 18 | 18 | 14.8 |
| multiplexers | 12 | 12 | 9.13 |
| XOR/XNOR | 4 | 4 | 2.22 |
[metal layers]
metal | up-vias | track usage [%] | routed length, microns
met3 | 2 | 1.82 | 168
met5 | - | 0 | 0
met1 | 522 | 8.10 | 1580
met2 | 18 | 8.87 | 1280
met4 | 0 | 0.696 | 48
li1 | 601 | - | -
[synth_stat cells, types with 2 or more instances]
cell,n
a211oi_1,3
a21oi_1,5
a31oi_1,11
buf_6,2
clkbuf_1,4
dfrtp_1,18
dfstp_2,3
edfxtp_1,2
ha_1,17
inv_1,17
mux2i_1,8
nand2_1,17
nand2b_1,2
nand3_1,5
nor2_1,2
nor2b_1,2
nor3_1,3
nor4_1,2
o2111a_1,3
o21ai_0,14
xnor2_1,3
[metrics by stage]
stage	std cells	hold WS (ns)	util, %	setup slack [ns]	instance area, sq um
after floorplan	160	0.435	-	1.92	1580
after detailed placement	261	0.458	25.8	1.52	1760
final	265	0.474	26.5	1.66	1810
after global placement	261	0.457	25.8	1.54	1760
after global routing	265	0.501	26.5	1.56	1810
after CTS	265	0.475	26.5	1.63	1810
[report_power, final]
part	internal, mW	total [mW]	switching (mW)	leakage, nW
clock network	0.0727	0.142	0.0693	0.0228
registers	0.324	0.459	0.135	0.271
logic	0.259	0.537	0.278	0.514
total	0.655	1.14	0.482	0.807
[state kept, by name, indices dropped and copies added, names as in the netlist]
signal and count:
state 2, curr_hot 8, door 1, direction 1, stops 8, curr_floor 3
Power is estimated from default activity; no workload was simulated.
