===== design/flow/config.mk =====
export PLATFORM = sky130hd
export DESIGN_NAME = Divisible_by_5
export DESIGN_NICKNAME = Divisible_by_5
export VERILOG_FILES = /design/flow/design.v
export SDC_FILE = /design/flow/constraint.sdc
export NUM_CORES = 4
export LEC_CHECK = 1
export CORE_AREA = 10 10 70 70
export DIE_AREA = 0 0 80 80

===== design/flow/constraint.sdc =====
current_design Divisible_by_5

set clk_period 1.2
set clk_io_pct 0.2

create_clock -name clk0 -period $clk_period [get_ports {clk}]

set non_clock_inputs [all_inputs -no_clocks]
set_input_delay [expr $clk_period * $clk_io_pct] -clock clk0 $non_clock_inputs
set_output_delay [expr $clk_period * $clk_io_pct] -clock clk0 [all_outputs]

===== design/flow/design.v =====
module Divisible_by_5(input x, rst_n, clk,
                      output reg y);
    reg [2:0] pres_state, next_state;
    localparam S0 = 3'b000;
    localparam S1 = 3'b001;
    localparam S2 = 3'b010;
    localparam S3 = 3'b011;
    localparam S4 = 3'b100;
    always @(posedge clk, negedge rst_n)
        if (~rst_n)	
            pres_state <= S0;
        else
            pres_state <= next_state;
    always @(x, pres_state) begin
        case(pres_state)
            S0: next_state = x ? S1 : S0;
            S1: next_state = x ? S3 : S2;
            S2: next_state = x ? S0 : S4;
            S3: next_state = x ? S2 : S1;
            S4: next_state = x ? S4 : S3;
            default: next_state = S0;
        endcase
    end
    always @(posedge clk, negedge rst_n)
        if (~rst_n)
            y <= S0;
        else
            y <= pres_state == S0 & ~x | pres_state == S2 & x;
endmodule

===== design/flow/run.sh =====
#!/bin/bash
# OpenROAD 26Q1-2900-gdf79404cd8, Yosys 0.63+post, stock flow scripts
make -C /OpenROAD-flow-scripts/flow DESIGN_CONFIG=/design/flow/config.mk WORK_HOME=/design/flow/orfs finish

==> highlights.md <==
- pres_state[4] — worst r2r src
- yes — clock tree from TritonCTS
- 6 — clock net sink count
- 0.196 — switch share
- flip-flops — cell family with the largest share of critical-path delay
- 2 — DR iter-0 viols
- 0.0182 — global-route track usage on met3
- 0.42 ns — R2R Setup Slk
- 0.0229 — met1 usage
- 0.484 — sequential power share
- 0.05 ns — clock input transition at the sequential cells of the worst setup and hold paths
- 1 — sum of buffers and inverters on the critical path
- 0 — DRC violation count after routing
- 0.0821 mW — Net Sw Power
- 0.228 ns — WHS
- 284 um — hpwl dp
- pres_state[2] — RR Endpoint
- 0.602 — Top-area cell share
- 208 sq um — post-synthesis cell area
- 5.73 um — average detailed-routed wire length per instance
- primary output — Crit. End Element
- sky130_fd_sc_hd__dfrtp_1 — cell taking the most area after synthesis
- 0.898 — period utilisation layout
- sky130_fd_sc_hd__dfrtp_1 — Critical Path Slowest Stage Cell
- 0.0938 — post-layout utilization of the core
- y — critical path endpoint
- no — setup repair after global routing missed its margin
- 0.0156 — overall track demand over capacity in global routing
- 0 — antenna cell count
- 0.36 ns — Critical Path Max Stage Delay
- sky130_fd_sc_hd__dfrtp_1 — main flop type after synthesis
- 25 — total tool warning count
- 0.817 — Max-slew headroom
- 0 — final setup fails
- 208 sq um — YS chip area
- 0.0128 — met2 global-route usage
- 0.673 — final weighted congestion in routability-driven placement
- 107 — total vias in the final route
- in -> async — hold crit path type
- 0 — count of buffers added by post-CTS timing repair for setup
- 3 — Port Buf Inserts
- 0.419 mW — Total Power Consumption
- 1 — total number of yosys warnings
- reg -> out — worst setup path class
- 0.035 — Combinational Power Share
- 0.273 ns — slew at the pin closest to its max-slew limit
- 2 — clock tree buffer depth
- 3 — Unique cell types
- sky130_fd_sc_hd__dfrtp_1, sky130_fd_sc_hd__mux2_2, sky130_fd_sc_hd__dfstp_2 — top cells, area
- -0.125 ns — post-place setup slack
- 18.9 sq um — Post-Synthesis Mean Instance Area
- 21 — row cnt
- 11 — number of standard cells after synthesis
- 724 um — global-route wire length before repair
- met1 — Most Crowded Layer GR
- 54.2% — area added between synthesis and finish
- 0.0608 — pre-placement core utilization
- 0.337 mW — Internal Pwr Total
- 0.25 ns — clock insertion delay at the later pin of the skew report
- 0.500 — share of cells above drive strength 1
- 1310 nW/um^2 — pwr/cell area
- 4 — Top-Level Pins
- 1 — worst reg-to-reg path cell count
- 80 um — y dimension of the die
- 3 — cts bufs inserted
- 367 um — Detailed Route WL
- 7 — maximum number of pins on one net before global-route repair
- flip-flop — crit path launch type
- 3420 sq um — Std-Cell Core Area
- sky130_fd_sc_hd__clkbuf_4 — Root Driver
- 0 — final number of hold-violating endpoints
- dlygate4sd2_1 — cell breakdown of the critical path
- 0.729 — sequential area share after synthesis
- 0.96 ns — data required time at the worst endpoint
- 0.139 nW — static power due to leakage
- 1 — logic depth of the worst path, buffers included
- 1.00 — async set-reset flop share out of synthesis
- 0.481 — share of power burned in the clock network
- 6400 sq um — total die area
- y — source of the critical timing path
- 11 — yosys cell count
- 80 um — x dimension of the die
- 6 — Registers, synthesis
- 1.08 ns — final worst path period need
- 1 — critical path fanouts, max
- 0 — number of enable flip-flop cells
- 0 — tally of max-capacitance violations
- 1 — count of H-tree levels built during CTS
- 0 — total global routing overflow
- 0.84 ns — data arrival time of the critical path
- 142 — number of global-route vias before repair
- 0.122 ns — Worst Slack Setup Final
- 0 — initial antenna violation count
- sky130_fd_sc_hd__dfrtp_1, sky130_fd_sc_hd__mux2_2, sky130_fd_sc_hd__dfstp_2 — leading post-synthesis cells by instance count
- 0.0114 ns — worst clock skew on the final layout
- 1.67 — Via density
- complete, no violations — run status
- 2 — Pre-Repair DR Iteration Count
- 928 MHz — maximum operating frequency
- 0.532 mV — peak ir drop on the vdd network
- 0 — number of routed nets with antenna violations
- 0 — number of max-slew violations in the final report
[through the flow]
step	instances	TNS, ns	area (sq um)
2_1_floorplan	11	0	208
3_3_place_gp	60	-0.466	295
3_5_place_dp	60	-0.643	295
4_1_cts	64	0	320
5_1_grt	64	0	320
6_report	64	0	320
[cell usage in the layout (no fill, tap or decap), drive strengths merged]
cell type,n
dfstp,1
dfrtp,5
clkbuf,4
clkdlybuf4s50,2
mux2,5
dlygate4sd2,1
[worst min-delay path by stage]
stage | start | to | slack [ns] | depth (start not counted)
CTS | rst_n | async pin | 0.22 | 1
global route | rst_n | pres_state[3] | 0.22 | 1
finish | rst_n | pres_state[3] | 0.23 | 1
[cells by family after synthesis]
group	share of synthesized area
DFF	0.729
muxes	0.271
[final cells by class]
class	count	area (sq um)
Tap cell	46	57.6
Timing Repair Buffer	3	28.8
Fill cell	406	3100
Multi-Input combinational cell	5	56.3
Sequential cell	6	151
Clock buffer	4	26.3
[power groups by stage]
| stage | Clock, mW | Combinational, mW | Sequential (mW) |
|---|---|---|---|
| CTS | 0.214 | 0.0149 | 0.203 |
| global route | 0.236 | 0.0161 | 0.203 |
| finish | 0.202 | 0.0146 | 0.203 |
[layer usage]
metal / wire length (um) / vias to the layer above
li1: - / 52
met1: 213 / 48
met2: 93 / 7
met3: 60 / 0
met4: 0 / 0
met5: 0 / -
[what timing repair did]
action                     4_1_cts  5_1_grt
gates resized                    1        0
hold buffers                     0        0
setup endpoints to repair        1        0
Power is estimated from default activity; no workload was simulated.
